<file path="./design.v">
module divOvfDetectBlock (divisor,dividend,overflow);
  parameter width = 32;
  input signed [width-1:0] divisor;
  input signed [width-1:0] dividend;
  output overflow;
  logic eqDivisor,eqDividend;
  always_comb begin  
    if (divisor==-1) begin
      eqDivisor<=1'b1;
    end else begin
      eqDivisor<=1'b0;
    end
  end
  always_comb begin  
  if (dividend==-2**(width-1)) begin
      eqDividend<=1'b1;
    end else begin
      eqDividend<=1'b0;
    end
  end
  assign overflow= eqDivisor & eqDividend;
endmodule  
</file>
<file path="./config.mk">
export PLATFORM = sky130hd
export DESIGN_NAME = divOvfDetectBlock
export DESIGN_NICKNAME = divOvfDetectBlock
export VERILOG_FILES = /design/flow/design.v
export SDC_FILE = /design/flow/constraint.sdc
export NUM_CORES = 4
export LEC_CHECK = 1
export CORE_AREA = 10 10 70 70
export DIE_AREA = 0 0 80 80
</file>
<file path="./run.sh">
#!/bin/bash
# OpenROAD 26Q1-2900-gdf79404cd8, Yosys 0.63+post, stock flow scripts
make -C /OpenROAD-flow-scripts/flow DESIGN_CONFIG=/design/flow/config.mk WORK_HOME=/design/flow/orfs finish
</file>
<file path="./constraint.sdc">
current_design divOvfDetectBlock

set clk_period 1.6
set clk_io_pct 0.2

create_clock -name clk0 -period $clk_period

set non_clock_inputs [all_inputs -no_clocks]
set_input_delay [expr $clk_period * $clk_io_pct] -clock clk0 $non_clock_inputs
set_output_delay [expr $clk_period * $clk_io_pct] -clock clk0 [all_outputs]
</file>
==> results.toml <==
# implementation run metrics
[grt]
globalRoute.totalOverflow = 0
antenna_found_initial = 0
grt_max_degree = 2
grt_first_pass_wirelength_mm = 2.71
overall_routing_resource_usage_pct = 5.29
first_global_vias = 587

[floorplan]
boundaryPins = 65
chipWidth_um = 80
initial_utilization_pct = 4.69
fp-row-count = 21
fp.coreArea_um2 = 3420
die_h_um = 80
floorplan.die_area_um2 = 6400

[sta]
achievable-frequency_ghz = 0.492
timing_worst_slew_pin_value_ns = 0.251
fin_hold_ws_ns = 1.03
layout_setup_ws_ns = -0.433
report.final.setup_viol = 1
setup_repair_after_global_routing_missed_its_margin = "yes"
slew_headroom_pct = 83.1
finalHoldViolations = 0
timing_max_transition_violations_final = 0
timing.final.crit_period_ns = 2.03
period_used_pct = 127

[final_layout]
area_growth_syn_to_layout_pct = 445
num-clock-buffers = 0
final_design_area_no_fill_um2 = 872
n_sequential_cell = 0
seq_area_um2 = 0
number_of_fillers_in_the_final_layout = 373
final_layout_size_suffix_gt1_share_pct = 11.6

[worst_setup_path]
endpoint_kind = "output port"
timing_worst_setup_path_type = "in2out"
crit_path_required_time_ns = 1.28
crit_fanout = 1
critPathArrivalTime_ns = 1.71
startpoint_type = "primary input"

[detailed_routing]
detail_route.first_pass.iterations = 2
vias = 492
route.antenna.diode_count = 0
route.detailed.wl_per_inst_um = 14.2
remaining_drc_errors = 0
route.final.wire_length_mm = 1.87
drt_iter0_drc = 3
number_of_routed_nets_with_antenna_violations = 0
route.detailed.vias_per_inst = 3.73

[yosys]
synth.distinct_cells = 8
synthesis.area_per_instance_um2 = 7.63
number_of_cells_produced_by_synthesis = 21
yosys_warning_tally = 1
synth_chip_area_um2 = 160
synth.cell_area_um2 = 160
postSynthSeqShare_pct = 0
cells_in_synth_stat_txt = 21

[pwr]
leakage_power_of_the_design_nw = 0.408
power_density_nw_per_um2 = 168
max-vdd-ir-drop_uv = 55.7

[place]
post_dp_cell_area_um2 = 868
place.gp.congestion = 0.895
dp_hpwl_mm = 1.78
place.port_buffers = 65

[job]
warnings = 35
maxCapViolations = 0

[outcome]
violations = "negative setup slack"
outcome = "finished, violations left"

[cts]
cts_hold_buffers = 0

[hold_path]
type_of_the_worst_min_delay_path = "in2out"
## cell type report
cell class | instances | area [um2] | share of cell area, %
multi-input cells | 21 | 168 | 19.2
well taps | 46 | 57.6 | 6.60
repair buffers | 65 | 647 | 74.2
## worst max-delay path, cell delays in order
cell and delay (ns):
sky130_fd_sc_hd__clkbuf_2 0.08, sky130_fd_sc_hd__or4b_1 0.50, sky130_fd_sc_hd__or4_4 0.43, sky130_fd_sc_hd__nor4_2 0.25
sky130_fd_sc_hd__buf_2 0.14
## final timing paths
check	from	to	slack, ns	cells past startpoint
hold / removal	dividend[4]	overflow	1.03	5
setup / recovery	dividend[3]	overflow	-0.43	5
## power by group
part	total [mW]	internal (mW)	switching [mW]
sequential	0	0	0
clock	0	0	0
combinational	0.146	0.123	0.0232
## routing by layer
layer / wire (um) / vias up / global-route usage [%]
met3: 523 / 0 / 5.45
met5: 0 / - / 0
li1: - / 235 / -
met2: 564 / 64 / 7.87
met1: 784 / 193 / 5.47
met4: 0 / 0 / 0
## logic make-up after synthesis
family	Yosys count	synth area share, %
AND/OR/NAND/NOR	21	100
## cell usage after synthesis
master	instances	area (um2)
sky130_fd_sc_hd__nor4_1	5	31.3
sky130_fd_sc_hd__and4_1	1	8.76
sky130_fd_sc_hd__or4b_1	1	10.0
sky130_fd_sc_hd__or4bb_1	1	11.3
sky130_fd_sc_hd__nand4_1	7	43.8
sky130_fd_sc_hd__and4b_1	2	20.0
sky130_fd_sc_hd__nor4_2	1	12.5
sky130_fd_sc_hd__or4_1	3	22.5
## what timing repair did
| item | in CTS | in global routing |
|---|---|---|
| gates resized | 33 | 17 |
| pin swaps | 7 | 6 |
| endpoints found under the hold margin | 0 | 0 |
| setup buffers | 0 | 0 |
| setup endpoints to repair | 1 | 1 |
## placed cells by master, fill, tap and decap left out, types with 2 or more instances in the layout
| master | Yosys | routed |
|---|---|---|
| sky130_fd_sc_hd__or4_4 | 0 | 2 |
| sky130_fd_sc_hd__dlymetal6s2s_1 | 0 | 12 |
| sky130_fd_sc_hd__clkdlybuf4s50_1 | 0 | 37 |
| sky130_fd_sc_hd__buf_2 | 0 | 3 |
| sky130_fd_sc_hd__nor4_1 | 5 | 5 |
| sky130_fd_sc_hd__clkdlybuf4s15_1 | 0 | 5 |
| sky130_fd_sc_hd__and4b_1 | 2 | 2 |
| sky130_fd_sc_hd__clkbuf_2 | 0 | 3 |
| sky130_fd_sc_hd__dlygate4sd2_1 | 0 | 4 |
| sky130_fd_sc_hd__nand4_1 | 7 | 7 |
## metrics by stage
stage               worst slack [ns]  util (%)  instances  TNS [ns]  power [mW]
floorplan                     -0.139         -         21    -0.139     0.00814
global placement               -1.18      25.4        132     -1.18       0.163
detailed placement             -1.19      25.4        132     -1.19       0.165
CTS                           -0.523      25.0        132    -0.523       0.154
global route                  -0.508      25.5        132    -0.508       0.157
finish                        -0.433      25.5        132    -0.433       0.146
Power and IR drop assume default switching activity.
